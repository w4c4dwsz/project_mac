### ./design.v
`timescale 1ns / 1ps
module State_Update(
        input clk,reset,enable,
        input [7:0] Fi_Sender_Id,Local_Sender_Id,       
        input [11:0]Fi_State,
        input [13:0]Local_State,
        output Update_ready,
        output [13:0] Update_State
    );
    reg [1:0] Fi_Busy,Local_Busy,Update_Busy;    
    reg [7:0] Fi_Id,Local_Id,Update_Id;          
    reg [1:0] Fi_C2H,Local_C2H,Update_C2H;       
    reg [1:0] Local_C3H,Update_C3H;              
    reg [13:0] Update_Tmp;
    reg ready;
    reg [2:0] i;
    reg enable_daly1;  
    wire pos_enable; 
    always @(posedge clk) begin
        enable_daly1 <= enable;
    end
    assign pos_enable = (~enable_daly1) & enable;
    always @ (posedge clk or negedge reset)
    begin
        if (!reset) begin    
            {Fi_Busy,Local_Busy,Update_Busy} <= 0;  
            {Fi_Id,Local_Id,Update_Id,Fi_C2H,Local_C2H,Update_C2H,Local_C3H,Update_C3H} <= 0;   
            i <= 3'd5;
        end else begin
            begin
                case (i)
                    3'd0:   begin  
                                {Fi_Busy,Fi_Id,Fi_C2H} <=  Fi_State;
                                {Local_Busy, Local_Id, Local_C2H, Local_C3H} <= Local_State;
                                i <= 3'd1;   
                            end
                    3'd1:   begin    
                                if (Fi_Id == Local_Id)  begin i <= 3'd2; end     
                                else begin i <= 3'd3; end                        
                            end 
                    3'd2:   begin    
                                if (Fi_Sender_Id == Fi_Id & Fi_Busy == 2'b00)     
                                begin
                                    if (Local_Busy == 2'b11) 
                                        begin Update_Busy <= 2'b00;Update_Id <= Local_Id;Update_C2H <= Local_C2H;Update_C3H <= Local_C3H + Fi_C2H;end 
                                    else if (Local_Busy == 2'b00 & Local_Id != Local_Sender_Id) 
                                        begin Update_Busy <= Local_Busy;Update_Id <= Local_Id;Update_C2H <= Local_C2H;Update_C3H <= Local_C3H + Fi_C2H; end
                                    else if (Local_Busy == 2'b01)  
                                        begin Update_Busy <= 2'b00; Update_Id <= Local_Id; Update_C2H <= Local_C2H; Update_C3H <= Local_C3H + Fi_C2H; end     
                                    else begin Update_Busy <= Local_Busy;Update_Id <= Local_Id;Update_C2H <= Local_C2H;Update_C3H<=Local_C3H;end  
                                end
                                else if (Fi_Sender_Id != Fi_Id & Fi_Busy == 2'b00 & Local_Busy == 2'b01)       
                                    begin Update_Busy <= Local_Busy;Update_Id <= Local_Id;Update_C2H <= Local_C2H;Update_C3H <= Local_C3H + Fi_C2H; end  
                                else begin Update_Busy <= Local_Busy;Update_Id <= Local_Id;Update_C2H <= Local_C2H;Update_C3H<=Local_C3H; end  
                                i <= 3'd4;        
                            end
                    3'd3:   begin    
                            case (Fi_Busy)
                                2'b00:  begin    
                                            if (Fi_Sender_Id == Fi_Id)  
                                                begin 
                                                    case (Local_Busy)    
                                                        2'b00:  begin    
                                                                    if (Local_Sender_Id != Local_Id) begin    
                                                                        Update_Busy <= 2'b11;        
                                                                        Update_Id <= Local_Id;       
                                                                        Update_C2H <= Local_C2H;    
                                                                        Update_C3H <= Local_C3H + Fi_C2H;
                                                                    end else begin   
                                                                        Update_Busy <= Local_Busy;
                                                                        Update_Id <= Local_Id;
                                                                        Update_C2H <= Local_C2H;
                                                                        Update_C3H <= Local_C3H;
                                                                    end 
                                                                end 
                                                        2'b01:  begin    
                                                                    Update_Busy <= Local_Busy;
                                                                    Update_Id <= Local_Id;
                                                                    Update_C2H <= Local_C2H + 1;
                                                                    Update_C3H <= Local_C3H + Fi_C2H;
                                                                end 
                                                        2'b10:  begin    
                                                                    Update_Busy <= 2'b00;
                                                                    Update_Id <= Fi_Id;
                                                                    Update_C2H <= Local_C2H + 1;
                                                                    Update_C3H <= Local_C3H + Fi_C2H;
                                                                end 
                                                        2'b11:  begin    
                                                                    Update_Busy <= Local_Busy;
                                                                    Update_Id <= Local_Id;
                                                                    Update_C2H <= Local_C2H;
                                                                    Update_C3H <= Local_C3H;
                                                                end 
                                                    endcase 
                                                end 
                                            else                        
                                                begin
                                                    case (Local_Busy)
                                                        2'd00:  begin    
                                                                    if (Fi_Id == Fi_Sender_Id) begin  
                                                                        Update_Busy <= 2'd11;    
                                                                        Update_Id <= Local_Id;   
                                                                        Update_C2H <= Local_C2H;
                                                                        Update_C3H <= Local_C3H;
                                                                    end else begin   
                                                                        Update_Busy <= Local_Busy;
                                                                        Update_Id <= Local_Id;
                                                                        Update_C2H <= Local_C2H + 1;
                                                                        Update_C3H <= Fi_C2H + Local_C3H;
                                                                    end 
                                                                end 
                                                        2'd01:  begin    
                                                                    Update_Busy <= Local_Busy;
                                                                    Update_Id <= Local_Id;
                                                                    Update_C2H <= Local_C2H + 1;
                                                                    Update_C3H <= Fi_C2H + Local_C3H;
                                                                end     
                                                        2'd10:  begin    
                                                                    Update_Busy <= 2'b01;
                                                                    Update_Id <= Fi_Id;
                                                                    Update_C2H <= Local_C2H + 1;
                                                                    Update_C3H <= Local_C3H + Fi_C2H;
                                                                end 
                                                        2'd11:  begin    
                                                                    Update_Busy <= Local_Busy;
                                                                    Update_Id <= Local_Id;
                                                                    Update_C2H <= Local_C2H;
                                                                    Update_C3H <= Local_C3H;
                                                                end 
                                                    endcase 
                                                end
                                end
                                2'b01:  begin    
                                    case (Local_Busy)
                                        2'b00:  begin  
                                                    if (Local_Sender_Id == Local_Id) begin   
                                                        Update_Busy <= Local_Busy;
                                                        Update_Id <= Local_Id;
                                                        Update_C2H <= Local_C2H;
                                                        Update_C3H <= Local_C3H + Fi_C2H;
                                                    end else begin   
                                                        Update_Busy <= Local_Busy;
                                                        Update_Id <= Local_Id;
                                                        Update_C2H <= Local_C2H;
                                                        Update_C3H <= Local_C3H + Fi_C2H;
                                                    end
                                                end 
                                        2'b01:  begin    
                                                    Update_Busy <= Local_Busy;
                                                    Update_Id <= Local_Id;
                                                    Update_C2H <= Local_C2H;
                                                    Update_C3H <= Local_C3H;
                                                end 
                                        2'b10:  begin    
                                                    Update_Busy <= Local_Busy;
                                                    Update_Id <= Local_Id;
                                                    Update_C2H <= Local_C2H;
                                                    Update_C3H <= Local_C3H + Fi_C2H;
                                                end 
                                        2'b11:  begin    
                                                    Update_Busy <= Local_Busy;
                                                    Update_Id <= Local_Id;
                                                    Update_C2H <= Local_C2H;
                                                    Update_C3H <= Local_C3H;
                                                end 
                                    endcase 
                                end 
                                2'b10:  begin    
                                    case (Local_Busy)
                                        2'b00:  begin    
                                                    if (Local_Sender_Id == Local_Id) begin   
                                                        Update_Busy <= Local_Busy;
                                                        Update_Id <= Local_Id;
                                                        Update_C2H <= Local_C2H;
                                                        Update_C3H <= Local_C3H;
                                                    end else begin  
                                                        if (Fi_Sender_Id == Local_Id) begin  
                                                            Update_Busy <= 2'b10;
                                                            Update_Id <= 8'b00000000;
                                                            Update_C2H <= Local_C2H - 1;
                                                            Update_C3H <= Local_C3H -1;
                                                        end else begin                       
                                                            Update_Busy <= Local_Busy;
                                                            Update_Id <= Local_Id;
                                                            Update_C2H <= Local_C2H;
                                                            Update_C3H <= Local_C3H;
                                                        end
                                                    end
                                                end 
                                        2'b01:  begin    
                                                    if (Fi_Sender_Id == Local_Id) begin  
                                                            Update_Busy <= 2'b10;
                                                            Update_Id <= 8'b00000000;
                                                            Update_C2H <= Local_C2H - 1;
                                                            Update_C3H <= Local_C3H -1;
                                                        end else begin                       
                                                            Update_Busy <= Local_Busy;
                                                            Update_Id <= Local_Id;
                                                            Update_C2H <= Local_C2H;
                                                            Update_C3H <= Local_C3H;
                                                        end
                                                end 
                                        2'b10:  begin    
                                                    Update_Busy <= Local_Busy;
                                                    Update_Id <= Local_Id;
                                                    Update_C2H <= Local_C2H;
                                                    Update_C3H <= Local_C3H;
                                                end 
                                        2'b11:  begin    
                                                    Update_Busy <= Local_Busy;
                                                    Update_Id <= Local_Id;
                                                    Update_C2H <= Local_C2H;
                                                    Update_C3H <= Local_C3H;
                                                end  
                                    endcase     
                                end
                                2'b11:  begin    
                                    if (Local_Id == 2'b11) begin     
                                        Update_Busy <= Local_Busy;
                                        Update_Id <= Local_Id;
                                        Update_C2H <= Local_C2H;
                                        Update_C3H <= Local_C3H;
                                    end else begin   
                                        if (Fi_Id != Local_Id) begin     
                                            Update_Busy <= 2'b01;    
                                            Update_Id <= Fi_Id;
                                            Update_C2H <= Local_C2H;
                                            Update_C2H <= Local_C3H;
                                        end else begin                   
                                            Update_Busy <= Local_Busy;
                                            Update_Id <= Local_Id;
                                            Update_C2H <= Local_C2H;
                                            Update_C3H <= Local_C3H;
                                        end
                                    end
                                end 
                            endcase 
                            i <= 3'd4;   
                        end
                    3'd4:  begin    
                        Update_Tmp <= {Update_Busy,Update_Id,Update_C2H,Update_C3H};
                        ready <= 1;
                        i <= 3'd5;   
                    end
                    3'd5 :  begin    
                        ready <= 0;
                        if (pos_enable) begin
                            i <= 3'd0;   
                        end else begin
                            i <= 3'd5;   
                        end
                    end 
                endcase
            end 
        end 
    end
    assign Update_State = Update_Tmp;
    assign Update_ready = ready;
endmodule
### ./run.sh
#!/bin/bash
# OpenROAD 26Q1-2900-gdf79404cd8, Yosys 0.63+post, stock flow scripts
make -C /OpenROAD-flow-scripts/flow DESIGN_CONFIG=/design/flow/config.mk WORK_HOME=/design/flow/orfs finish
### ./config.mk
export PLATFORM = sky130hd
export DESIGN_NAME = State_Update
export DESIGN_NICKNAME = State_Update
export VERILOG_FILES = /design/flow/design.v
export SDC_FILE = /design/flow/constraint.sdc
export NUM_CORES = 4
export LEC_CHECK = 1
export CORE_UTILIZATION = 30
### ./constraint.sdc
current_design State_Update

set clk_period 3.4
set clk_io_pct 0.2

create_clock -name clk0 -period $clk_period [get_ports {clk}]

set non_clock_inputs [all_inputs -no_clocks]
set_input_delay [expr $clk_period * $clk_io_pct] -clock clk0 $non_clock_inputs
set_output_delay [expr $clk_period * $clk_io_pct] -clock clk0 [all_outputs]
==> notes.md <==
Results of the full flow below.

Yosys:
- For this run, the number of Yosys warnings is 4.
- The run puts the fraction of synthesis flops using an asynchronous set or reset pin at 74.19%.
- The run gives the most frequently used flop master after synthesis as dfrtp_1.
- The run gives the instance tally after logic synthesis as 366.
- The run gives the synthesized area per cell as 10.12 µm².
- The run puts the flop and latch count out of synthesis at 62.
- The run puts the share of the yosys chip area belonging to registers at 43.82%.
- The run puts the number of enable flip-flop cells at 15.
- The run gives the synthesized cell area as 3704 µm².
- Yosys stat counts 366 cells in the synthesized netlist.
- The run gives the area of the synthesized netlist per yosys stat as 3704 µm².
- The run puts the number of distinct standard cells referenced by the synthesized netlist at 54.

Min path:
- Along the worst hold path, the cell count comes to 0.
- STA shows the worst min-delay path finishing at Update_Tmp[7]$_DFFE_PP_.
- Note that the worst hold path type here is reg -> reg.
- The run gives the origin of the worst min-delay path as Update_Id[3]$_DFFE_PN0P_.

Floorplan:
- In this run the count of I/O pins placed on the die edge is 60.
- The run gives the placeable core region as 12,010 µm².
- The floorplan step set the die height to 113.1 µm.
- The die covers 12,790 µm².
- Before placement the cells fill 30.83% of the core.
- The floorplan has 40 rows.
- The run puts the die width at 113.1 µm.

Cells and area:
- The run puts the ratio of cells with drive above 1 in the final layout at 14.18%.
- In the layout the commonest cells are clkdlybuf4s50_1 (58), dfrtp_1 (45), xor2_1 (28).
- The run puts the layout-stage area growth over the synthesis result at 27.80%.
- Per the cell usage report, the commonest logic cell in the layout is clkdlybuf4s50_1.

Power and ir drop:
- The run gives the static leakage as 1.854 nW.
- The run puts the power per unit of standard cell area at 851.5 nW/µm².
- The final power report lists total power as 4.030 mW.
- The run gives the maximum vdd drop as 443.4 µV.

Worst setup path:
- The worst register-to-register path ends at Update_C2H[1]$_DFFE_PN0P_.
- The run puts the critical path required time at 3.60 ns.
- The run puts the path depth of the worst reg2reg path at 6.
- Per the timing report, the most critical flop-to-flop path originates at Local_Id[4]$_DFFE_PN0P_.
- The run puts the slack of the worst reg-to-reg path at 0.79 ns.
- The run puts the highest cell delay on the worst timing path at 0.59 ns.
- STA classifies the critical path endpoint as a flop.
- Of all nets on the critical path, the largest fanout is 7.
- At the worst endpoint, the arrival time is 2.81 ns.
- The run gives the cell with the largest stage delay on the worst path as or4_4.
- The setup path with the least slack is of type reg -> reg.
- The worst setup path is launched from a flop.
- For reference, the critical path cell chain is or4_4 -> o41ai_1 -> a21o_1 -> mux2_2 -> a221oi_1 -> a32oi_1.

Global route:
- The run gives the met1 global-route usage as 25.14%.
- The run gives the met3 global-route usage as 2.347%.
- The run puts the total global-route track usage at 15.42%.
- The run gives the pin count of the biggest net entering global routing as 48.
- The number of antenna violations at the first check in global routing was 0.
- The global router reports that the layer with the highest usage is met1.
- The first global-routing pass estimated 15.10 mm of wire.
- The run puts the number of global-route vias before repair at 2,889.
- The run gives the global routing usage on met2 as 22.74%.
- After global routing the overflow that remains totals 0.

Place:
- The count of buffers added on input and output ports is 59.
- After legalization and detailed placement, the total HPWL measured 6.691 mm.
- The final weighted congestion recorded by global placement is 0.8784.

STA:
- The run puts the relative slew slack at 58.15%.
- The run puts the number of failing setup endpoints in the final timing report at 0.
- The run gives the time the final worst path needs with I/O delays and setup as 2.612 ns.
- The run puts the clock tree skew after final layout at 0.004548 ns.
- Setup repair after global routing left no endpoint under its margin.
- The run puts the final tally of max-slew violations at 0.
- Looking at the max-slew report, the worst-margin pin has a slew of 0.6278 ns.
- The run gives the number of hold violations in the final report as 0.
- The run puts the final clock period utilization by the worst path at 76.82%.
- The run gives the total negative slack for setup checks as 0 ns.
- Static timing analysis puts the maximum clock frequency at 0.3828 GHz.

Clock tree:
- The run puts the number of buffers inserted by hold repair at cts at 0.
- The run gives the total clock buffers created by CTS as 9.
- The run gives the CTS H-tree depth as 3.
- The run gives the number of cells upsized or downsized after cts as 0.
- The run gives the largest buffer count on any clock path as 2.
- The timing report gives the clock slew at the launch and capture registers of the worst setup and hold paths as 0.06 ns.
- The tree is rooted in a clkbuf_16.
- In this run the post-CTS setup repair buffer count came out at 0.
- The run gives the CTS tree as done.
- The run puts the insertion delay at the late pin of the worst-skew pair at 0.33 ns.
- Clock tree synthesis found a total of 62 sinks.

Route:
- The run gives the number of inserted diodes as 0.
- The routed design has 9.135 mm of wire.
- The run puts the residual DRC count at 0.
- The run gives the via total after detailed routing as 2,911.
- The run puts the detail-routed via count per cell at 5.107.
- The first detailed-routing pass ran for 4 iterations.
- The run puts the final antenna-violating net count at 0.
- The run puts the number of DRC markers after the initial detailed-route iteration at 133.
- The run gives the post-detailed-route wirelength per cell as 16.03 µm.

Job:
- Summing over the stages, the warning tally comes to 31.
- The number of maximum-capacitance violations recorded for the run is 0.

Run status:
- The run finished with clean final reports.
state kept, by name, summed over array words and instances (netlist names):
name,count
Update_Tmp,14
Fi_Id,8
Local_Id,8
Update_Id,8
i,6
Fi_Busy,2
Fi_C2H,2
Local_Busy,2
Local_C2H,2
Local_C3H,2
Update_Busy,2
Update_C2H,2
Update_C3H,2
enable_daly1,1
ready,1
metal layers:
layer | share of wire (%) | vias to the layer above
li1 | - | 1434
met1 | 50 | 1371
met2 | 43 | 95
met3 | 5.7 | 11
met4 | 1.4 | 0
met5 | 0 | -
per-stage QoR:
| step | utilization [%] | hold WS, ns | cell area, µm² | cells | setup WS [ns] |
|---|---|---|---|---|---|
| after detailed placement | 36.72 | 0.4311 | 4410 | 554 | 0.5096 |
| after CTS | 39.41 | 0.4441 | 4733 | 570 | 0.8032 |
| after global placement | 36.72 | 0.4365 | 4410 | 554 | 0.4822 |
| after global routing | 39.41 | 0.4596 | 4733 | 570 | 0.6181 |
| after floorplan | - | 0.3704 | 3704 | 366 | 1.065 |
| final | 39.41 | 0.4423 | 4733 | 570 | 0.7880 |
worst max-delay path, delay by kind of cell (launching register included):
| kind | cells | cell delay [ns] |
|---|---|---|
| compound gates | 4 | 1.04 |
| simple gates | 1 | 0.59 |
| flops | 1 | 0.47 |
| mux | 1 | 0.38 |
synth_stat cells, drive strengths merged (2+ instances only):
| cell | count | share of area [%] |
|---|---|---|
| nand4 | 3 | 0.51 |
| nor2 | 28 | 2.9 |
| ha | 8 | 2.7 |
| o22ai | 4 | 0.68 |
| a221oi | 6 | 1.4 |
| clkinv | 2 | 0.20 |
| a211oi | 11 | 2.4 |
| o21ai | 17 | 2.3 |
| a21o | 5 | 1.0 |
| mux2i | 9 | 2.4 |
| a21boi | 2 | 0.41 |
| or2 | 3 | 0.51 |
| mux2 | 25 | 7.6 |
| inv | 8 | 0.81 |
| edfxtp | 15 | 12 |
| xor2 | 28 | 6.6 |
| a31oi | 3 | 0.51 |
| a21bo | 2 | 0.54 |
| a22oi | 3 | 0.61 |
| nand2b | 3 | 0.51 |
| and2 | 3 | 0.51 |
| o211ai | 3 | 0.61 |
| nor3 | 6 | 0.81 |
| o221ai | 3 | 0.71 |
| buf | 8 | 1.2 |
| o21ba | 4 | 1.1 |
| xnor2 | 12 | 2.8 |
| nand2 | 25 | 2.5 |
| o21a | 2 | 0.41 |
| a21oi | 26 | 3.6 |
| a311oi | 2 | 0.47 |
| dfrtp | 45 | 30 |
| nand3 | 2 | 0.27 |
| clkbuf | 18 | 2.1 |
| nor4 | 11 | 2.3 |
cell type report:
cell class	count	area, µm²
Multi-Input combinational cell	268	1921
Tap cell	147	183.9
Timing Repair Buffer	67	645.6
Fill cell	1178	7278
Clock buffer	9	225.2
Clock inverter	7	97.59
Inverter	10	37.54
Sequential cell	62	1623
worst max-delay path by stage:
stage / endpoint / startpoint / slack, ns / cells past startpoint
4_1_cts: Update_C2H[1]$_DFFE_PN0P_ / Local_Id[4]$_DFFE_PN0P_ / 0.80 / 6
5_1_grt: Update_C2H[1]$_DFFE_PN0P_ / Local_Id[4]$_DFFE_PN0P_ / 0.62 / 6
6_report: Update_C2H[1]$_DFFE_PN0P_ / Local_Id[4]$_DFFE_PN0P_ / 0.79 / 6
power by group:
part           total (mW)  leakage, nW  internal, mW  switching (mW)
Sequential           1.49        0.699          1.03           0.457
Clock               0.982        0.154         0.643           0.339
Combinational        1.56         1.00         0.750           0.806
Total                4.03         1.85          2.43            1.60
cell families (layout without fill, tap and decap cells):
logic type               Yosys count  after routing  synth area share, %
flip-flops                        62             62                43.82
adder cells (fa/ha/maj)            8              8                2.703
AND-OR/OR-AND                     99             99                18.14
multiplexers                      34             34                10.03
AND/OR/NAND/NOR                   87             87                11.52
buffers and inverters             36             93                4.324
XOR/XNOR                          40             40                9.460
Power figures rest on the tool's default switching activity, not on a simulated workload.
