File: /design/flow/run.sh
#!/bin/bash
# OpenROAD 26Q1-2900-gdf79404cd8, Yosys 0.63+post, stock flow scripts
make -C /OpenROAD-flow-scripts/flow DESIGN_CONFIG=/design/flow/config.mk WORK_HOME=/design/flow/orfs finish
File: /design/flow/config.mk
export PLATFORM = sky130hd
export DESIGN_NAME = RAM_State
export DESIGN_NICKNAME = RAM_State
export VERILOG_FILES = /design/flow/design.v
export SDC_FILE = /design/flow/constraint.sdc
export NUM_CORES = 4
export LEC_CHECK = 1
export CORE_UTILIZATION = 50
File: /design/flow/constraint.sdc
current_design RAM_State

set clk_period 3.3
set clk_io_pct 0.2

create_clock -name clk0 -period $clk_period [get_ports {clk}]

set non_clock_inputs [all_inputs -no_clocks]
set_input_delay [expr $clk_period * $clk_io_pct] -clock clk0 $non_clock_inputs
set_output_delay [expr $clk_period * $clk_io_pct] -clock clk0 [all_outputs]
File: /design/flow/design.v
`timescale 1ns / 1ps
module RAM_State(
    input clk,
    input wen,
    input [9:0]Addr,
    input [13:0] Data_In,
    output [13:0] Data_Out
    );
    reg [13:0] Data;
    reg [13:0] Slot_State [9:0];     
    assign Data_Out = Data;
    always @ (posedge clk ) begin
        if (wen) begin   
            Data <= Slot_State[Addr];
            Slot_State[Addr] <= Data_In;
        end else begin   
            Data <= Slot_State[Addr];
        end 
    end 
endmodule
==> run summary <==
Implementation status.

- The data arrival at the endpoint of the critical path is 2570 ps.
- The kind of start point of the critical path is an input port.
- The hold-fix buffer count after cts is 0.
- Together, buffers and inverters on the worst path number 1.
- The floorplan core density is 52.2%.
- The critical path capture point type is a flip-flop.
- Walking the worst path, the cells encountered are clkdlybuf4s50_1 > and3b_1 > a22oi_1 > nand2_1.
- Adding up every negative setup slack in the final design gives 0 ps.
- As reported, the later end of the worst-skew pair has a clock insertion delay of 410 ps.
- Timing would allow up to 449 MHz.
- Data on the critical path is required at its endpoint by 3650 ps.
- The first TritonRoute pass finished after 4 iterations.
- The worst clock skew is 3.90 ps.
- The first global-routing pass estimated 16.9 mm of wire.
- In this run the power density over the cells is 592 mW/mm^2.
- The buffer type at the clock tree root is sky130_fd_sc_hd__clkbuf_16.
- The area growth from synthesis to layout is 20.0%.
- TritonCTS created 17 clock buffers.
- The synthesis area per yosys is 0.00576 sq mm.
- The final core area utilization is 62.6%.
- The die covers 0.0119 sq mm.
- For reference, the post-synthesis area per instance comes to 20.1 sq um.
- Summed over all nets, the half-perimeter wirelength after detailed placement is 6.47 mm.
- Per the cell usage report, the commonest logic cell in the layout is sky130_fd_sc_hd__edfxtp_1.
- Of all nets on the critical path, the largest fanout is 14.
- The instance count after placement with tap cells included is 472.
- The initial antenna violation count is 0.
- The run finished with clean final reports.
- The buffer depth of the longest clock path is 2.
- The script logs the ratio of routed vias to standard cells as 5.53.
- The detailed router placed 2784 vias in this run.
- The detailed router's first-iteration violation count is 137.
- The clock slew at the register clock pins of the worst setup and hold paths is 60 ps.
- The cell row count is 38.
- Overall routing resource usage recorded by global route was 22.5%.
- The script extracted a total leakage power of 0.00234 uW.
- The tally of OpenROAD warnings is 31.
- The post-CTS setup buffer count is 0.
- The number of top-level pins is 40.
- The reported max-cap violation count is 0.
- Post-route period utilization is reported as 67.5%.
- The clock period minus worst slack is 2230 ps.
- The chip height is 109 um.
- The post-route non-filler standard cell count is 503.
- In this run the tightest slew margin relative to its limit is 48.8%.
- For reference, the final report shows the max-slew violation count at 0.
- The filler cell count is 798.
- The script logs the mean routed wire length per placed instance as 21.4 um.
- The synthesized area is 0.00576 sq mm.
- Ranking logic cells in the layout by count gives the top entries sky130_fd_sc_hd__edfxtp_1, sky130_fd_sc_hd__mux2_2, sky130_fd_sc_hd__clkdlybuf4s50_1, sky130_fd_sc_hd__a22oi_1, sky130_fd_sc_hd__buf_4.
- Looking at the max-slew report, the worst-margin pin has a slew of 768 ps.
- The class of the most critical setup path is input port to flip-flop.
- The routed wire length is 10.8 mm.
- The number of cells in Yosys stat is 286.
- TritonCTS built the clock tree.
- Entering global routing, the biggest net connects 44 pins.
- Across the VDD grid, the largest voltage drop is 412 uV.
- The die outline width is 109 um.
- The number of clock sinks seen by CTS is 154.
- The top cell family by delay on the critical path is simple AND/OR/NAND/NOR gates.
- Counting the warning lines in the Yosys log gives 1.
- The number of synthesized register bits is 154.
- In the routed netlist, the antenna diode instances number 0.
- Synthesis produced 286 cells.
- The area of the placeable core is 0.0110 sq mm.
- Port buffering added 33 buffers.
- The number of distinct library cell variants in the gate-level netlist after synthesis is 20.
- The footprint of the flip-flops and latches is 0.00448 sq mm.
- Setup repair after global routing left no endpoint under its margin.
- The path class of the tightest hold or removal check is flip-flop to flip-flop.
- The number of design rule violations left after detail routing is 0.
- The layout summary lists the proportion of cells stronger than drive strength 1 as 29.5%.
- The critical path's slowest stage uses the library cell sky130_fd_sc_hd__clkdlybuf4s50_1.
- The final count of negative-setup-slack endpoints is 0.
- The level count of the clock H-tree is 4.
- The final hold violation count is 0.
- After global routing the overflow that remains totals 0.
- Leaving out buffers and inverters, the combinational logic in the layout accounts for 0.00119 sq mm.
- The via count of the first global-routing pass is 2996.
- The sequential-to-total area share from yosys stat is 77.9%.
- The last weighted congestion value of the routability-driven placer is 0.755.
- The number of nets with antenna violations after routing is 0.
- Gates resized during post-CTS repair numbered 0.
- The largest stage delay on the critical path is 810 ps.
## cells in the mapped netlist (all sizes together)
master  number  area share, %
nand2       16            1.0
nor2         8           0.52
nor3b        1           0.13
mux2        42            8.2
dfxtp       14            4.9
nor3         3           0.26
edfxtp     140             73
nand2b       2           0.22
nand3b       2           0.26
buf         12            1.6
mux4        14            5.8
clkbuf       3           0.22
a22oi       28            3.7
and3b        1           0.15
## through the flow
step | cell area, sq um | total power, uW | worst slack (ps) | hold slack, ps
after detailed placement | 6390 | 2450 | 599 | 570
final | 6910 | 4090 | 1070 | 570
after floorplan | 5760 | 2340 | 700 | 548
after global routing | 6910 | 4230 | 934 | 603
after CTS | 6910 | 4120 | 1020 | 581
after global placement | 6390 | 2450 | 624 | 564
## worst reg2reg max path: cells and delay by family (launching register included)
family             cells  cell delay, ps
AOI/OAI and AO/OA      1             260
and+or+nand+nor        1              80
DFF                    1             350
muxes                  1             470
## layout make-up
type | instances | area share, %
flip-flops and latches | 154 | 64.9
clock inverters | 3 | 0.217
repair buffers | 61 | 7.94
multi-input cells | 117 | 17.2
well taps | 140 | 2.54
clock buffers | 28 | 7.19
## final timing paths
path,startpoint,end,slack [ps],cells past startpoint
worst max-delay path,Addr[1],Data[4]$_DFF_P_,1070,4
worst min-delay path,Slot_State[5][13]$_DFFE_PP_,Data[13]$_DFF_P_,570,3
worst max register to register,Slot_State[3][7]$_DFFE_PP_,Data[7]$_DFF_P_,2040,3
worst min register to register,Slot_State[5][13]$_DFFE_PP_,Data[13]$_DFF_P_,570,3
## cell families after synthesis
kind of cell,share of synthesized area [%]
buffers and inverters,1.83
AND/OR/NAND/NOR,2.59
flip-flops,77.9
AND-OR/OR-AND,3.65
multiplexers,14.0
## per-layer routing
| layer | track usage, % | vias up | wire length (um) |
|---|---|---|---|
| met5 | 0 | - | 0 |
| met4 | 3.43 | 0 | 154 |
| met3 | 11.7 | 13 | 1100 |
| met2 | 32.6 | 126 | 5120 |
| met1 | 35.7 | 1357 | 4370 |
| li1 | - | 1288 | - |
## sequential cells by signal (all words and copies together) (netlist names)
signal and flops:
Data 14, Slot_State 140
## where the power goes
part | internal [uW] | switching, uW | total [uW]
clock network | 1010 | 664 | 1680
registers | 2180 | 10.7 | 2190
logic | 114 | 103 | 217
total | 3310 | 778 | 4090
Power and IR drop assume default switching activity.
